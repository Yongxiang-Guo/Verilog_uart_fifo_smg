==> /design/flow/design.v <==
`timescale 1ns/1ps
module smg_clkdiv
	(
		input clk_50MHz,
		input rst,
		output reg clk_1khz,
		output reg clk_1hz,
		output reg rdsig_nextdata
	);
reg[15:0] cnt1;
reg[9:0] cnt2;
reg clk_1hz_buf;
always @(posedge clk_50MHz or negedge rst)
begin
	if(!rst)begin
		clk_1khz <= 1'b0;
		cnt1 <= 16'd0;
	end
	else if(cnt1 == 16'd24999)begin
		clk_1khz <= !clk_1khz;
		cnt1 <= 16'd0;
	end
	else begin
		cnt1 <= cnt1 + 16'd1;
	end
end
always @(posedge clk_1khz or negedge rst)
begin
	if(!rst)begin
		clk_1hz <= 1'b0;
		cnt2 <= 10'd0;
	end
	else if(cnt2 == 10'd499)begin
		clk_1hz <= !clk_1hz;
		cnt2 <= 10'd0;
	end
	else begin
		cnt2 <= cnt2 + 10'd1;
	end
end
always @(posedge clk_50MHz)
begin
	clk_1hz_buf <= clk_1hz;
	rdsig_nextdata <= clk_1hz_buf & (~clk_1hz);
end
endmodule
`timescale 1ns/1ps
module smg_demo
	(
		input clk_50MHz,
		input rst,
		input[7:0] data,
		output[5:0] smg_sig,
		output[7:0] smg_data,
		output rdsig_nextdata
	);
wire clk_1khz, clk_1hz;
smg_clkdiv smg_clkdiv_inst
	(
		.clk_50MHz(clk_50MHz),
		.rst(rst),
		.clk_1khz(clk_1khz),
		.clk_1hz(clk_1hz),
		.rdsig_nextdata(rdsig_nextdata)
	);
smg_display smg_display_inst
	(
		.clk_1khz(clk_1khz),
		.clk_1hz(clk_1hz),
		.rst(rst),
		.data(data),
		.smg_sig(smg_sig),
		.smg_data(smg_data)
	);
endmodule
`timescale 1ns/1ps
module smg_display
	(
		input clk_1khz,
		input clk_1hz,
		input rst,
		input[7:0] data,
		output reg[5:0] smg_sig,
		output reg[7:0] smg_data
	);
parameter d0 = 8'hc0;
parameter d1 = 8'hf9;
parameter d2 = 8'ha4;
parameter d3 = 8'hb0;
parameter d4 = 8'h99;
parameter d5 = 8'h92;
parameter d6 = 8'h82;
parameter d7 = 8'hf8;
parameter d8 = 8'h80;
parameter d9 = 8'h90;
parameter da = 8'h88;
parameter db = 8'h83;
parameter dc = 8'hc6;
parameter dd = 8'ha1;
parameter de = 8'h86;
parameter df = 8'h8e;
parameter smg_sig1 = 6'b111110;
parameter smg_sig2 = 6'b111101;
reg[7:0] smg_data1, smg_data2;
reg smg_sig_cnt;
always @(posedge clk_1hz or negedge rst)
begin
	if(!rst)begin
		smg_data1 <= d0;
	end
	else begin
		case(data[3:0])
			4'd0:smg_data1 <= d0;
			4'd1:smg_data1 <= d1;
			4'd2:smg_data1 <= d2;
			4'd3:smg_data1 <= d3;
			4'd4:smg_data1 <= d4;
			4'd5:smg_data1 <= d5;
			4'd6:smg_data1 <= d6;
			4'd7:smg_data1 <= d7;
			4'd8:smg_data1 <= d8;
			4'd9:smg_data1 <= d9;
			4'd10:smg_data1 <= da;
			4'd11:smg_data1 <= db;
			4'd12:smg_data1 <= dc;
			4'd13:smg_data1 <= dd;
			4'd14:smg_data1 <= de;
			4'd15:smg_data1 <= df;
			default:smg_data1 <= d0;
		endcase
	end
end
always @(posedge clk_1hz or negedge rst)
begin
	if(!rst)begin
		smg_data2 <= d0;
	end
	else begin
		case(data[7:4])
			4'd0:smg_data2 <= d0;
			4'd1:smg_data2 <= d1;
			4'd2:smg_data2 <= d2;
			4'd3:smg_data2 <= d3;
			4'd4:smg_data2 <= d4;
			4'd5:smg_data2 <= d5;
			4'd6:smg_data2 <= d6;
			4'd7:smg_data2 <= d7;
			4'd8:smg_data2 <= d8;
			4'd9:smg_data2 <= d9;
			4'd10:smg_data2 <= da;
			4'd11:smg_data2 <= db;
			4'd12:smg_data2 <= dc;
			4'd13:smg_data2 <= dd;
			4'd14:smg_data2 <= de;
			4'd15:smg_data2 <= df;
			default:smg_data2 <= d0;
		endcase
	end
end
always @(posedge clk_1khz)
begin
	smg_sig_cnt <= !smg_sig_cnt;
	case(smg_sig_cnt)
		1'b0:begin
			smg_sig <= smg_sig1;
			smg_data <= smg_data1;
		end
		1'b1:begin
			smg_sig <= smg_sig2;
			smg_data <= smg_data2;
		end
		default:begin
			smg_sig <= smg_sig1;
			smg_data <= smg_data1;
		end
	endcase
end
endmodule
==> /design/flow/run.sh <==
#!/bin/bash
# OpenROAD 26Q1-2900-gdf79404cd8, Yosys 0.63+post, stock flow scripts
make -C /OpenROAD-flow-scripts/flow DESIGN_CONFIG=/design/flow/config.mk WORK_HOME=/design/flow/orfs finish
==> /design/flow/config.mk <==
export PLATFORM = sky130hd
export DESIGN_NAME = smg_demo
export DESIGN_NICKNAME = smg_demo
export VERILOG_FILES = /design/flow/design.v
export SDC_FILE = /design/flow/constraint.sdc
export NUM_CORES = 4
export LEC_CHECK = 1
export CORE_UTILIZATION = 30
==> /design/flow/constraint.sdc <==
current_design smg_demo

set clk_period 3.8
set clk_io_pct 0.2

create_clock -name clk0 -period $clk_period [get_ports {clk_50MHz}]

set non_clock_inputs [all_inputs -no_clocks]
set_input_delay [expr $clk_period * $clk_io_pct] -clock clk0 $non_clock_inputs
set_output_delay [expr $clk_period * $clk_io_pct] -clock clk0 [all_outputs]
==> out/metrics.cfg <==
[outcome]
outcome = finished, final reports clean

[sta]
slew_headroom_pct = 61.4
setup_skew_after_layout_ns = 0.00341
unconstrained_endpoints = 44
max_freq_ghz = 0.567
hold-worst-slack_ns = 0.462
timing.final.setup_violations = 0
fin_setup_tns_ns = 0
slew_viol_final = 0
unclocked_pins = 34
tightest_slew_ns = 0.579
hold_viol_final = 0
post-route-period-util_pct = 46.4
rsz_0062_raised_after_global_routing = false
final_period_minus_worst_setup_slack_ns = 1.76

[logic_synthesis]
post_synth_instance_area_mm2 = 0.00254
synthTopCellsByArea = sky130_fd_sc_hd__dfrtp_1 (39%), sky130_fd_sc_hd__dfxtp_1 (8.7%), sky130_fd_sc_hd__ha_1 (6.9%)
netlist_instances = 227
synth_top_cell_by_area = sky130_fd_sc_hd__dfrtp_1
synth.yosys.num_cells = 227
synth.ff_latch_count = 53
top_cell_area_share_pct = 39.5
synth_area_per_cell_um2 = 11.2
synth-area-yosys_mm2 = 0.00254
synth_warnings = 2
seq_area_frac_synth_pct = 50.2
yosysUniqueCellTypes = 40

[worst_setup_path]
cp_top_family = buffers and inverters
cp_cell_sequence = clkdlybuf4s50_1
setup.worst_path.start = smg_clkdiv_inst.rdsig_nextdata
critPathLaunchType = flip-flop
timing.critical_path.arrival_ns = 1.00
worst_flop_to_flop_path_endpoint = smg_clkdiv_inst.cnt1[13]
worst-path-max-fanout = 1
reg2reg_depth = 4
worst_stage_delay_on_the_critical_path_ns = 0.44
cp-endpoint = rdsig_nextdata
cp_slowest_cell = sky130_fd_sc_hd__clkdlybuf4s50_1
r2r_setup_slack_ns = 2.24
worst_ep_required_time_ns = 3.04
worst_r2r_startpoint = smg_clkdiv_inst.cnt1[0]
worst_setup_path_end_kind = output port
timing.setup.critical_path_class = flip-flop to output port
cp_num_cells = 1
cp_num_buf_inv = 1

[die]
core_area_mm2 = 0.00822
chip_area_mm2 = 0.00883
die_w_um = 93.9
floorplan.initialDensity_pct = 30.9
io_pins = 25
die_h_um = 93.9
rows = 33

[finish]
final_cells = 347
ratio_of_cells_with_drive_above_1_in_the_final_layout_pct = 10.3
areaGrowthSynthToFinish_pct = 12.2

[global_routing]
wire_length_of_the_first_global_routing_pass_mm = 6.88
pin_count_of_the_biggest_net_entering_global_routing = 43
globalRoute.totalOverflow = 0
globalRouteTotalUtil_pct = 9.92
grt_pass1_vias = 1443
grt_antenna_before_repair = 0

[pwr]
power.share.clock_pct = 33.7
vdd_ir_drop_max_mv = 0.0863
share_comb_of_total_power_pct = 16.1
internal_w = 0.000308
cellPowerDensity_mw_per_mm2 = 142
power.switching_w = 0.0000975
power.sequential.fraction_pct = 50.2
sw_frac_of_total_pct = 24.1
p_leak_nw = 1.27
totalPowerFinal_w = 0.000405

[route]
antennaDiodeCount = 0
detail_route.iter0.violations = 96
vias = 1616
drc_errors = 0
antenna_violating_nets_post_route = 0
vias_per_cell = 4.66
detail_route.wl_per_cell_um = 11.5
totalWireLength_mm = 3.99
first_pass_iteration_count_of_the_detailed_router = 4

[job]
stage_log_warnings = 35
drv.max_cap_violation_count = 0

[clock_network]
cts.repair.resized = 0
tritoncts_clock_tree = built
postCtsSetupRepairBufs = 0
path_clk_slew_ns = 0.06
clk_latency_ns = 0.25
clk_path_buf_depth = 2
cts-buffers-inserted = 3
clk_root_buffer_cell = sky130_fd_sc_hd__clkbuf_8
htreeDepth = 1
hold_buffers = 0

[worst_hold_path]
hold_start = smg_clkdiv_inst.clk_1hz_buf
hold_class = flip-flop to flip-flop

[placed_design]
post_dp_hpwl_mm = 2.91
count_of_input_and_output_buffers = 19
dp_cell_count = 343
finalWeightedCongestion = 0.830

[power by group through the flow]
stage / combinational (W) / clock (W) / sequential, W
4_1_cts: 0.0000669 / 0.000143 / 0.000203
5_1_grt: 0.0000749 / 0.000155 / 0.000203
6_report: 0.0000653 / 0.000136 / 0.000203
[cells in the final DEF, fill, tap and decap left out, drive strengths merged, types with 10 or more instances in the layout]
master | Yosys | layout
mux2 | 10 | 10
dfxtp | 11 | 11
ha | 14 | 14
nor2 | 14 | 14
xor2 | 10 | 10
nand2 | 10 | 10
nand3 | 11 | 11
clkdlybuf4s50 | 0 | 18
dfrtp | 40 | 40
[through the flow]
step / utilization [%] / cell area, um2 / setup slack, ns
2_1_floorplan: - / 2550 / 2.38
3_3_place_gp: 34.1 / 2800 / 2.28
3_5_place_dp: 34.1 / 2800 / 2.22
4_1_cts: 34.6 / 2850 / 2.02
5_1_grt: 34.6 / 2850 / 1.97
6_report: 34.6 / 2850 / 2.04
[synth_stat cells (all sizes together)]
| cell type | n |
|---|---|
| and4b | 1 |
| ha | 14 |
| o21ai | 9 |
| a21oi | 9 |
| inv | 9 |
| mux2 | 10 |
| xor2 | 10 |
| buf | 9 |
| nor2 | 14 |
| or4 | 1 |
| dfxtp | 11 |
| a31oi | 1 |
| nor3 | 5 |
| o21ba | 1 |
| clkbuf | 4 |
| mux2i | 7 |
| a32o | 2 |
| or3b | 2 |
| o21a | 1 |
| or3 | 6 |
| and4 | 3 |
| nor4bb | 1 |
| a211o | 1 |
| nor4b | 1 |
| nor2b | 5 |
| dfrtp | 40 |
| nand4 | 7 |
| nand3 | 11 |
| nor4 | 6 |
| conb | 1 |
| a22o | 4 |
| o31ai | 2 |
| nand2 | 10 |
| dfstp | 2 |
| mux4 | 2 |
| xnor2 | 5 |
[state kept, by name (all words and copies together) (netlist names)]
register	count
smg_clkdiv_inst.cnt1	16
smg_clkdiv_inst.cnt2	10
smg_display_inst.smg_data1	7
smg_display_inst.smg_data2	7
smg_display_inst.smg_data	7
smg_display_inst.smg_sig	2
smg_clkdiv_inst.clk_1hz	1
smg_clkdiv_inst.clk_1hz_buf	1
smg_clkdiv_inst.clk_1khz	1
smg_clkdiv_inst.rdsig_nextdata	1
[layout make-up]
type,count,area [um2]
multi-input combinational,156,1170
fill,819,5370
tap,105,131
inverter,9,33.8
timing repair buffer,20,193
clock buffer,4,45.0
sequential,53,1270
[how the worst min path moves through the flow]
stage / endpoint / depth (start not counted)
final: smg_clkdiv_inst.rdsig_nextdata / 1
after global routing: smg_clkdiv_inst.rdsig_nextdata / 1
after CTS: smg_clkdiv_inst.rdsig_nextdata / 1
[layer usage]
| metal | share of wire (%) | vias to the layer above | track usage (%) |
|---|---|---|---|
| li1 | - | 829 | - |
| met1 | 52 | 750 | 16.5 |
| met2 | 44 | 35 | 15.0 |
| met3 | 3.6 | 2 | 1.15 |
| met4 | 0.45 | 0 | 0.385 |
| met5 | 0 | - | 0 |
[cells by family after synthesis]
kind of cell / Yosys count / share of synthesized area [%]
other: 1 / 0.148
AND/OR/NAND/NOR: 73 / 16.7
multiplexers: 19 / 8.98
adder cells (fa/ha/maj): 14 / 6.91
flip-flops: 53 / 50.2
AND-OR/OR-AND: 30 / 7.60
buffers and inverters: 22 / 4.29
XOR/XNOR: 15 / 5.18
