===== ./config.mk =====
export PLATFORM = sky130hd
export DESIGN_NAME = uart_demo
export DESIGN_NICKNAME = uart_demo
export VERILOG_FILES = /design/flow/design.v
export SDC_FILE = /design/flow/constraint.sdc
export NUM_CORES = 4
export LEC_CHECK = 1
export CORE_UTILIZATION = 30

===== ./constraint.sdc =====
current_design uart_demo

set clk_period 2.4
set clk_io_pct 0.2

create_clock -name clk0 -period $clk_period [get_ports {clk_50MHz}]

set non_clock_inputs [all_inputs -no_clocks]
set_input_delay [expr $clk_period * $clk_io_pct] -clock clk0 $non_clock_inputs
set_output_delay [expr $clk_period * $clk_io_pct] -clock clk0 [all_outputs]

===== ./design.v =====
`timescale 1ns / 1ps
module clkdiv
	(
		input clk50, 		 
		input rst_n,       
		output reg clkout  
	);
reg [15:0] cnt;
always @(posedge clk50 or negedge rst_n)   
begin
  if (!rst_n) begin
     clkout <=1'b0;
	  cnt<=0;
  end	  
  else if(cnt == 16'd162) begin
    clkout <= 1'b1;
    cnt <= cnt + 16'd1;
  end
  else if(cnt == 16'd325) begin
    clkout <= 1'b0;
    cnt <= 16'd0;
  end
  else begin
    cnt <= cnt + 16'd1;
  end
end
endmodule
`timescale 1ns/1ps
module uart_demo
	(
		input clk_50MHz,
		input rst,
		input rx,
		input[7:0] datain,
		input wrsig,
		output clk_uart,
		output tx,
		output rdsig,
		output[7:0] dataout
	);
clkdiv clkdiv_inst
	(
		.clk50(clk_50MHz),
		.rst_n(rst),
		.clkout(clk_uart)
	);
uartrx uartrx_inst
	(
		.clk(clk_uart),
		.rst_n(rst),
		.rx(rx),
		.dataout(dataout), 
		.rdsig(rdsig)
	);
uarttx uarttx_inst
	(
		.clk(clk_uart), 
		.rst_n(rst), 
		.datain(datain), 
		.wrsig(wrsig),
		.tx(tx)
	);
endmodule
`timescale 1ns / 1ps
module uartrx
	(
		input clk, 		 
		input rst_n,    
		input rx,       
		output reg[7:0] dataout,  
		output reg rdsig, 	 
		output reg dataerror,  
		output reg frameerror  
	);
reg [7:0] cnt;
reg rxbuf, rxfall, receive;
parameter paritymode = 1'b0;
reg presult, idle;
always @(posedge clk)    
begin
  rxbuf <= rx;
  rxfall <= rxbuf & (~rx);
end
always @(posedge clk)
begin
  if (rxfall && (~idle)) begin 
    receive <= 1'b1;
  end
  else if(cnt == 8'd168) begin  
    receive <= 1'b0;
  end
end
always @(posedge clk or negedge rst_n)
begin
  if (!rst_n) begin
     idle<=1'b0;
	  cnt<=8'd0;
     rdsig <= 1'b0;	 
	  frameerror <= 1'b0; 
	  dataerror <= 1'b0;	  
	  presult<=1'b0;
  end	  
  else if(receive == 1'b1) begin
		case (cnt)
		8'd0:begin
			idle <= 1'b1;
			cnt <= cnt + 8'd1;
			rdsig <= 1'b0;
		end
		8'd24:begin                  
			idle <= 1'b1;
			dataout[0] <= rx;
			presult <= paritymode^rx;
			cnt <= cnt + 8'd1;
			rdsig <= 1'b0;
		end
		8'd40:begin                  
			idle <= 1'b1;
			dataout[1] <= rx;
			presult <= presult^rx;
			cnt <= cnt + 8'd1;
			rdsig <= 1'b0;
		end
		8'd56:begin                  
			idle <= 1'b1;
			dataout[2] <= rx;
			presult <= presult^rx;
			cnt <= cnt + 8'd1;
			rdsig <= 1'b0;
		end
		8'd72:begin                
			idle <= 1'b1;
			dataout[3] <= rx;
			presult <= presult^rx;
			cnt <= cnt + 8'd1;
			rdsig <= 1'b0;
		end
		8'd88:begin                
			idle <= 1'b1;
			dataout[4] <= rx;
			presult <= presult^rx;
			cnt <= cnt + 8'd1;
			rdsig <= 1'b0;
		end
		8'd104:begin             
			idle <= 1'b1;
			dataout[5] <= rx;
			presult <= presult^rx;
			cnt <= cnt + 8'd1;
			rdsig <= 1'b0;
		end
		8'd120:begin             
			idle <= 1'b1;
			dataout[6] <= rx;
			presult <= presult^rx;
			cnt <= cnt + 8'd1;
			rdsig <= 1'b0;
		end
		8'd136:begin             
			idle <= 1'b1;
			dataout[7] <= rx;
			presult <= presult^rx;
			cnt <= cnt + 8'd1;
			rdsig <= 1'b1;
		end
		8'd152:begin             
			idle <= 1'b1;
			if(presult == rx)
			  dataerror <= 1'b0;
			else
			  dataerror <= 1'b1;        
			cnt <= cnt + 8'd1;
			rdsig <= 1'b1;
		end
		8'd168:begin
		  idle <= 1'b1;
		  if(1'b1 == rx)
			 frameerror <= 1'b0;
		  else
			 frameerror <= 1'b1;       
		  cnt <= cnt + 8'd1;
		  rdsig <= 1'b1;
		end
		default: begin
			cnt <= cnt + 8'd1;
		end
		endcase
   end	
   else begin
	  cnt <= 8'd0;
	  idle <= 1'b0;
	  rdsig <= 1'b0;	 
	end
end
endmodule
`timescale 1ns / 1ps
module uarttx
	(
		input clk, 				 
		input rst_n,          
		input[7:0] datain,    
		input wrsig,          
		output reg idle,      
		output reg tx			 
	);
reg send;
reg wrsigbuf, wrsigrise;
reg presult;	 
reg[7:0] cnt;              
parameter paritymode = 1'b0;	 
always @(posedge clk)
begin
   wrsigbuf <= wrsig;
   wrsigrise <= (~wrsigbuf) & wrsig;  
end
always @(posedge clk)
begin
  if (wrsigrise &&  (~idle))   
  begin
     send <= 1'b1;
  end
  else if(cnt == 8'd168)       
  begin
     send <= 1'b0;
  end
end
always @(posedge clk or negedge rst_n)
begin
  if (!rst_n) begin
         tx <= 1'b1;
         idle <= 1'b0;
			cnt<=8'd0;
			presult<=1'b0;
  end		
  else if(send == 1'b1)  begin
    case(cnt)                  
    8'd0: begin
         tx <= 1'b0;
         idle <= 1'b1;
         cnt <= cnt + 8'd1;
    end
    8'd16: begin
         tx <= datain[0];     
         presult <= datain[0]^paritymode;
         idle <= 1'b1;
         cnt <= cnt + 8'd1;
    end
    8'd32: begin
         tx <= datain[1];     
         presult <= datain[1]^presult;
         idle <= 1'b1;
         cnt <= cnt + 8'd1;
    end
    8'd48: begin
         tx <= datain[2];     
         presult <= datain[2]^presult;
         idle <= 1'b1;
         cnt <= cnt + 8'd1;
    end
    8'd64: begin
         tx <= datain[3];     
         presult <= datain[3]^presult;
         idle <= 1'b1;
         cnt <= cnt + 8'd1;
    end
    8'd80: begin 
         tx <= datain[4];     
         presult <= datain[4]^presult;
         idle <= 1'b1;
         cnt <= cnt + 8'd1;
    end
    8'd96: begin
         tx <= datain[5];     
         presult <= datain[5]^presult;
         idle <= 1'b1;
         cnt <= cnt + 8'd1;
    end
    8'd112: begin
         tx <= datain[6];     
         presult <= datain[6]^presult;
         idle <= 1'b1;
         cnt <= cnt + 8'd1;
    end
    8'd128: begin 
         tx <= datain[7];     
         presult <= datain[7]^presult;
         idle <= 1'b1;
         cnt <= cnt + 8'd1;
    end
    8'd144: begin
         tx <= presult;       
         presult <= datain[0]^paritymode;
         idle <= 1'b1;
         cnt <= cnt + 8'd1;
    end
    8'd160: begin
         tx <= 1'b1;          
         idle <= 1'b1;
         cnt <= cnt + 8'd1;
    end
    8'd168: begin
         tx <= 1'b1;             
         idle <= 1'b0;        
         cnt <= cnt + 8'd1;
    end
    default: begin
         cnt <= cnt + 8'd1;
    end
   endcase
  end
  else  begin
    tx <= 1'b1;
    cnt <= 8'd0;
    idle <= 1'b0;
  end
end
endmodule

===== ./run.sh =====
#!/bin/bash
# OpenROAD 26Q1-2900-gdf79404cd8, Yosys 0.63+post, stock flow scripts
make -C /OpenROAD-flow-scripts/flow DESIGN_CONFIG=/design/flow/config.mk WORK_HOME=/design/flow/orfs finish

==> results.tsv <==
stage	metric	value	unit
routing	ant_nets	0	
logic_synthesis	edf_count	8	
outcome	outcome	finished, final reports clean	
routing	diodes	0	
pwr	pwr-share-seq	0.540	
worst_setup_path	path_class	flip-flop to flip-flop	
floorplan	fp-utilization	0.3103	
global_routing	grt-ovfl-total	0	
routing	vias	1757	
clock_network	cts_root_buf	clkbuf_8	
global_routing	grt_pass1_vias	1680	
routing	viasPerCell	4.698	
job	tool_warnings	29	
logic_synthesis	synthCells	249	
worst_setup_path	cp_slowest_cell	dfrtp_1	
final_timing	fin_worst_skew	0.003788	ns
routing	avgRoutedWirePerCell	11.33	um
clock_network	cts_buffer_depth	2	
pwr	p_sw_frac	0.2043	
worst_setup_path	start_kind	flip-flop	
routing	dr.pass1.iters	4	
routing	drcViolationCount	0	
final_timing	setup_viol	0	
final_timing	unclocked_pins	35	
clock_network	cts_hold_buf	0	
global_routing	grt_max_degree	37	
logic_synthesis	common_cells	dfrtp_1, nor2_1, nand3_1, xnor2_1	
final_timing	slew_headroom	0.5629	
final_timing	finalMaxSlewViolations	0	
pwr	p_per_area	183.8	mW/mm^2
worst_setup_path	r2r_cells	5	
clock_network	cts_resized	0	
clock_network	htreeDepth	1	
clock_network	clkLatencyLatePin	0.25	ns
layout	syn_to_final_growth	14.23	%
logic_synthesis	ys_chip_area	0.002550	mm^2
logic_synthesis	synth.avg_cell_area	10.24	um^2
floorplan	num_rows	33	
logic_synthesis	ys_async_sr_fraction	0.7308	
logic_synthesis	syn_area	0.002550	mm^2
worst_setup_path	r2r_slack	0.74	ns
global_routing	grt_pass1_wl	7493	um
worst_setup_path	path_buffers	0	
pwr	p_comb_frac	0.075	
logic_synthesis	synthFlopType	dfrtp_1	
global_routing	grt_busiest_layer	met2	
final_timing	worst_slew_pin_slew	0.6556	ns
clock_network	cts.reportedPaths.clkPinSlew	0.06	ns
hold_path	hp-class	input port to async pin	
pwr	clkPwrFrac	0.386	
logic_synthesis	top_cell_area_share	0.3631	
final_timing	grt_setup_unrepaired	no	
pwr	power.leakage	1.181	nW
logic_synthesis	ys_cells	249	
clock_network	cts_tree	built	
pwr	power.switching	0.1093	mW
logic_synthesis	ys_types	53	
final_timing	max_clock_freq	602.0	MHz
logic_synthesis	yosys_warnings	3	
final_timing	finalSetupTns	0	ns
layout	drive_above_1_share	0.05204	
worst_setup_path	path_delay_family	simple AND/OR/NAND/NOR gates	
clock_network	numCtsBuffers	3	
worst_setup_path	cp.arrival	1.78	ns
floorplan	io_pins	23	
pwr	power.internal	0.4260	mW
routing	detailedRoute.firstIterationViolations	54	
worst_setup_path	slowest_delay	0.42	ns
logic_synthesis	top_cell	dfrtp_1	
logic_synthesis	topCellsByArea	dfrtp_1, edfxtp_1, xnor2_1	
worst_setup_path	end_kind	flip-flop	
global_routing	use_met1	0.1629	
final_timing	untimed_endpoints	53	
logic_synthesis	top_area_cell	dfrtp_1	
final_timing	hold_violations	0	
worst_setup_path	path_cells	nor4_1, nand3_1, nor3_2, nand2b_1, o41ai_1	
worst_setup_path	reg2reg_to	clkdiv_inst.clkout	
floorplan	fp.dieW	94.20	um
logic_synthesis	synth_flops	52	
global_routing	grt_use_total	0.1055	
global_routing	grt_util_met3	0.004938	
final_timing	fin_crit_sh	0.6921	
pwr	vdd.ir_drop.worst	0.1528	mV
job	drv_cap	0	
floorplan	die_area	0.008873	mm^2
place	routabilityCongestion	0.7918	
layout	final_util	0.3545	
worst_setup_path	path_depth	5	
place	place_hpwl	2996	um
floorplan	coreArea	0.008217	mm^2
floorplan	die_h	94.20	um
place	portBuffers	22	
final_timing	fin_crit	1.661	ns
worst_setup_path	crit_required	2.52	ns
worst_setup_path	cp_max_fo	7	
logic_synthesis	ys_seq_share	0.5147	
worst_setup_path	crit_path_start	clkdiv_inst.cnt[9]	
worst_setup_path	timing.critical_path.to	clkdiv_inst.clkout	
clock_network	post_cts_buffers	0	
global_routing	met2_usage	0.1757	
worst_setup_path	crit-reg2reg-launch	clkdiv_inst.cnt[9]	
global_routing	antenna_found_initial	0	
routing	drt_wl_total	4239	um
==> cell type report <==
cell class | instances | area, um^2
clock buffer | 4 | 45.04
multi-input combinational | 176 | 1145
inverter | 13 | 48.80
sequential | 52 | 1313
fill | 812 | 5304
tap | 105 | 131.4
timing repair buffer | 24 | 230.2
==> layer usage <==
metal	wire, um	up-vias	part of all wire
li1	-	890	-
met5	0	-	0
met1	2128	846	0.50
met2	2003	19	0.47
met3	88	2	0.021
met4	19	0	0.0045
==> registers in the layout (all words and copies together), names as in the netlist <==
signal	flops
clkdiv_inst.clkout	1
clkdiv_inst.cnt	16
uartrx_inst.cnt	8
uartrx_inst.dataout	8
uartrx_inst.idle	1
uartrx_inst.rdsig	1
uartrx_inst.receive	1
uartrx_inst.rxbuf	1
uartrx_inst.rxfall	1
uarttx_inst.cnt	8
uarttx_inst.idle	1
uarttx_inst.presult	1
uarttx_inst.send	1
uarttx_inst.tx	1
uarttx_inst.wrsigbuf	1
uarttx_inst.wrsigrise	1
==> power groups by stage <==
stage / Clock, mW / Combinational (mW) / Sequential [mW]
CTS: 0.213 / 0.0416 / 0.289
global route: 0.225 / 0.0454 / 0.289
finish: 0.206 / 0.0399 / 0.289
==> worst reg2reg max path: stages, from the launching register on <==
cell and delay, ns:
dfrtp_1 0.42, nor4_1 0.31, nand3_1 0.18, nor3_2 0.39, nand2b_1 0.16, o41ai_1 0.07
==> worst min path at each step <==
stage	startpoint	end	slack, ns	cells after the start
CTS	rst	clkdiv_inst.cnt[10]	0.29	1
global route	rst	clkdiv_inst.cnt[9]	0.33	1
finish	rst	clkdiv_inst.cnt[11]	0.26	1
==> kinds of logic after synthesis <==
| kind of cell | count (synthesis) | share of synthesized area |
|---|---|---|
| muxes | 2 | 0.007851 |
| adders and majority gates | 7 | 0.03435 |
| DFF | 52 | 0.5147 |
| xor gates and xnor gates | 25 | 0.08587 |
| AOI/OAI and AO/OA | 27 | 0.06919 |
| buffers and inverters | 21 | 0.03631 |
| and+or+nand+nor | 115 | 0.2517 |
==> through the flow <==
| step | total power, mW | setup slack, ns | std cells | instance area, um^2 | hold slack, ns |
|---|---|---|---|---|---|
| 2_1_floorplan | 0.3004 | 0.9526 | 249 | 2550 | 0.1844 |
| 3_3_place_gp | 0.3351 | 0.8544 | 370 | 2868 | 0.4582 |
| 3_5_place_dp | 0.3357 | 0.7924 | 370 | 2868 | 0.4705 |
| 4_1_cts | 0.5440 | 0.7625 | 374 | 2913 | 0.2922 |
| 5_1_grt | 0.5593 | 0.6067 | 374 | 2913 | 0.3256 |
| 6_report | 0.5354 | 0.7390 | 374 | 2913 | 0.2567 |
==> placed cells by master, fill, tap and decap left out, types with 2 or more instances in the layout <==
cell type and instances:
buf_4 2, nand2b_1 7, nand4_1 4, xor2_1 9, and2_1 14, o21ai_0 8
dfxtp_1 6, a31oi_1 2, nor2_1 25, a21oi_1 4, or3_1 3, dfrtp_1 37
nor4_1 2, clkbuf_8 3, a21boi_0 2, xnor2_1 16, and3_1 3, nand2_1 14
nand3_1 16, edfxtp_1 8, inv_1 13, nor3_1 6, nor2b_1 6, nor4b_1 2
clkdlybuf4s50_1 21, mux2i_1 2, ha_1 7
Power and IR drop assume default switching activity.
