===== /design/flow/design.v =====
`timescale 1ns / 1ps
module fifo
	(
		input clk,
		input fifo_wr, fifo_rd,	 
		input[7:0] in_data,
		output reg empty, full,			 
		output reg[7:0] out_data
	);
(*ramstyle = " no_rw_check, m4k", ram_init_file = "rtl/init_sram.mif"*)	 
reg [7:0] sram[1023:0];	 
reg[9:0] wr_addr, rd_addr = 10'd0;
reg[10:0] data_num = 11'd0;	 
always@(posedge clk)begin
	if(data_num != 11'd1024)begin
		if(fifo_wr)begin
			sram[wr_addr] <= in_data;
			if(wr_addr == 10'd1023)begin
				wr_addr <= 10'd0;
			end
			else begin
				wr_addr <= wr_addr + 10'd1;
			end
		end
	end
end
always@(posedge clk)begin
	if(data_num != 11'd0)begin
		if(fifo_rd)begin
			out_data <= sram[rd_addr];
			if(rd_addr == 10'd1023)begin
				rd_addr <= 10'd0;
			end
			else begin
				rd_addr <= rd_addr + 10'd1;
			end
		end
	end 
end
always@(posedge clk)begin	
	if((!fifo_wr) && fifo_rd)begin
		if(data_num != 11'd0)begin
			data_num <= data_num - 11'd1;
		end
	end
	else if((!fifo_rd) && fifo_wr)begin
		if(data_num != 11'd1024)begin
			data_num <= data_num + 11'd1;
		end
	end
end
always@(posedge clk)begin
	if(data_num == 11'd0)begin
		if((!fifo_rd) && fifo_wr)begin
			empty <= 1'b0;
		end
		else begin
			empty <= 1'b1;
		end
	end
	else if(data_num == 11'd1)begin
		if((!fifo_wr) && fifo_rd)begin
			empty <= 1'b1;
		end
		else begin
			empty <= 1'b0;
		end
	end
	else begin
		empty <= 1'b0;
	end
end
always@(posedge clk)begin
	if(data_num == 11'd1024)begin
		if((!fifo_wr) && fifo_rd)begin
			full <= 1'b0;
		end
		else begin
			full <= 1'b1;
		end
	end
	else if(data_num == 11'd1023)begin
		if((!fifo_rd) && fifo_wr)begin
			full <= 1'b1;
		end
		else begin
			full <= 1'b0;
		end
	end
	else begin
		full <= 1'b0;
	end
end
endmodule

===== /design/flow/run.sh =====
#!/bin/bash
# OpenROAD 26Q1-2900-gdf79404cd8, Yosys 0.63+post, stock flow scripts
make -C /OpenROAD-flow-scripts/flow DESIGN_CONFIG=/design/flow/config.mk WORK_HOME=/design/flow/orfs finish

===== /design/flow/config.mk =====
export PLATFORM = sky130hd
export DESIGN_NAME = fifo
export DESIGN_NICKNAME = fifo
export VERILOG_FILES = /design/flow/design.v
export SDC_FILE = /design/flow/constraint.sdc
export NUM_CORES = 4
export LEC_CHECK = 1
export CORE_UTILIZATION = 40
export SYNTH_MEMORY_MAX_BITS = 65536

===== /design/flow/constraint.sdc =====
current_design fifo

set clk_period 1367.6
set clk_io_pct 0.2

create_clock -name clk0 -period $clk_period [get_ports {clk}]

set non_clock_inputs [all_inputs -no_clocks]
set_input_delay [expr $clk_period * $clk_io_pct] -clock clk0 $non_clock_inputs
set_output_delay [expr $clk_period * $clk_io_pct] -clock clk0 [all_outputs]

==> GITHUB_STEP_SUMMARY <==
### Metrics collected by this job

| Metric | Value |
|---|---|
| Status | `finished clean` |
| Met3 Resource Use GR | `25.0%` |
| CP cell instances | `buf_8 > buf_4 > buf_4 > buf_4 > buf_4 > buf_4 > buf_4` |
| CTS Sinks | `8233` |
| Max Cap Violations | `0` |
| FP Core Util | `between 40% and 50%` |
| Number of global-route vias before repair | `~180k` |
| Leak Pwr | `112 nW` |
| Hold buffers post-CTS | `0` |
| Synth area leader | `edfxtp_1` |
| Register area share after synthesis | `76.9%` |
| Buffers & Inverters on Critical Path | `7` |
| Overflow after GRT | `0` |
| Count leader, synth | `edfxtp_1` |
| Number of remaining DRC errors | `0` |
| CP peak stage delay | `640 ps` |
| Tool warnings | `32` |
| GRT busiest layer | `met2` |
| DRT Wirelength | `968000 µm` |
| Via Count | `160093` |
| Clock skew | `102 ps` |
| GRT Total Usage | `26.3%` |
| First-pass GRT wire length | `1350000 µm` |
| PD cells | `1.51 nW/µm²` |
| Num rows | `328` |
| CTS tree | `done` |
| Maximum clock rate | `3.61 MHz` |
| Non-filler cells, final | `about 27000` |
| CP arrival | `277670 ps` |
| Worst Tran Pin Value | `between 1000 and 1500 ps` |
| Worst Path Max Fanout | `52` |
| Min cycle time layout | `between 200000 and 300000 ps` |
| Final Max Tran Viols | `0` |
| Largest cells by area after synthesis | `edfxtp_1, mux4_2, mux2i_1` |
| Setup Buffers After CTS | `0` |
| Detail Placement HPWL | `around 600000 µm` |
| Layout cells sized above 1 | `23.5%` |
| Setup CP Type | `primary input to flip-flop` |
| Syn. warnings | `1` |
| CTS root buf | `clkbuf_16` |
| Post-CTS resize count | `0` |
| Post-Syn Area | `~320000 µm²` |
| GRT met1 Usage | `28.1%` |
| Startpoint Class | `primary input` |
| Ys flops | `between 8000 and 9000` |
| CTS clk-pin slew, worst paths | `around 60 ps` |
| Slew HR | `9.49%` |
| Top FF cell, synth | `edfxtp_1` |
| Required @ worst endpoint | `1368480 ps` |
| Chip height | `between 800 and 900 µm` |
| Die area | `807000 µm²` |
| Final Cycle Share | `20.2%` |
| CTS Buffer Depth | `4` |
| Late-Pin Clk Latency | `1230 ps` |
| Post-synth ARST share | `0%` |
| Top Ports | `21` |
| Distinct lib cells used | `82` |
| RSZ-0062 raised after global routing | `false` |
| Post-DR wirelength/cell | `35.9 µm` |
| H-tree levels | `6` |
| Post-route ant nets | `0` |
| Largest net degree at the start of global routing | `between 90 and 100` |
| Hold violation total from the final report | `0` |
| Setup violations, final | `0` |
| Most used cell, CP | `buf_4` |
| Die width | `898 µm` |
| Vias per cell | `5.94` |
| GPL Wtd Cong | `0.955` |
| Iter 0 DRT Violations | `~12000` |
| Yosys cell count | `roughly 15000` |
| Met2 Use GR | `35.9%` |
| Port Buffers | `20` |
| Initial antenna violation count | `89` |
| Synth top area share | `between 70% and 80%` |
| Placed cell count | `25344` |
| Mapped Cells | `15116` |
| Setup TNS | `0 ps` |
| Yosys stat area | `321000 µm²` |
| Avg Cell Area, Syn | `21.3 µm²` |
| Crit. End Element | `flip-flop` |
| Drt pass-1 iters | `6` |
| Maximum vdd ir drop | `approximately 1.5 µV` |
| Fillers | `between 60000 and 70000` |
| CORE AREA | `roughly 800000 µm²` |
| Area delta synth->final | `12.5%` |
| Number of enable flip-flop cells | `8231` |
| Num CTS Buffers | `~800` |
| CP top delay family | `buffers and inverters` |
| Core Util, Final | `45.2%` |
| Commonest cells in the netlist | `edfxtp_1, mux4_2, nor2_1` |
| HP Class | `flip-flop to flip-flop` |
| Crit path max-delay cell type | `buf_4` |
==> layout make-up <==
cell class                 count  area (µm²)  area share, %
antenna                      132         330         0.0914
sequential                  8233      247000           68.4
tap                        10560       13200           3.65
multi-input combinational   5881       68400           18.9
clock buffer                 949       20800           5.75
inverter                      18        98.8         0.0273
clock inverter               531        6150           1.70
timing repair buffer         652        5360           1.48
==> layer usage <==
layer / up-vias / part of all wire (%) / wire, µm
met1: 80161 / 29 / 281000
li1: 64357 / - / -
met4: 217 / 4.7 / 45200
met3: 2037 / 21 / 207000
met5: - / 0.53 / 5150
met2: 13321 / 44 / 431000
==> state kept, by name (all words and copies together) (netlist names) <==
| signal | cells |
|---|---|
| data_num | 11 |
| empty | 1 |
| full | 1 |
| out_data | 8 |
| rd_addr | 10 |
| sram | 8192 |
| wr_addr | 10 |
==> through the flow <==
| step | total power, mW | instance area (µm²) | setup WS [ps] | hold WS, ps |
|---|---|---|---|---|
| floorplan | 0.305 | 321000 | 1092580 | 524 |
| global placement | 0.326 | 334000 | 1089550 | 619 |
| detailed placement | 0.326 | 334000 | 1089600 | 604 |
| CTS | 0.549 | 361000 | 1090880 | 620 |
| global route | 0.561 | 361000 | 1090680 | 664 |
| finish | 0.547 | 362000 | 1090810 | 614 |
==> final timing paths <==
kind | from | end | slack, ps | depth (start not counted)
worst min-delay path | data_num[9]$_DFFE_PP_ | data_num[9]$_DFFE_PP_ | 610 | 1
worst max-delay path | in_data[5] | sram[181][5]$_DFFE_PP_ | 1090810 | 7
worst max register to register | rd_addr[0]$_SDFFCE_PN0P_ | out_data[6]$_DFFE_PP_ | 1358410 | 14
worst min register to register | data_num[9]$_DFFE_PP_ | data_num[9]$_DFFE_PP_ | 610 | 1
==> power breakdown <==
| part | switching, mW | total, mW | internal [mW] |
|---|---|---|---|
| clock | 0.0965 | 0.226 | 0.129 |
| combinational | 0.0301 | 0.0436 | 0.0134 |
| sequential | 0.000227 | 0.278 | 0.278 |
| total | 0.127 | 0.547 | 0.420 |
==> cells by family (layout without fill, tap and decap cells) <==
group / Yosys count / after routing / share of synthesized area [%]
AOI/OAI and AO/OA: 1146 / 1146 / 2.52
xor gates and xnor gates: 25 / 25 / 0.0681
adders and majority gates: 9 / 9 / 0.0350
buffers and inverters: 1002 / 2150 / 1.97
DFF: 8233 / 8233 / 76.9
muxes: 2732 / 2732 / 16.0
other: 0 / 132 / 0
and+or+nand+nor: 1969 / 1969 / 2.54
==> placed cells by master, fill, tap and decap left out, drive strengths merged, types with 132 or more instances in the layout <==
| cell type | synthesis | layout |
|---|---|---|
| mux4 | 1905 | 1905 |
| o21ai | 188 | 188 |
| a22oi | 197 | 197 |
| clkbuf | 391 | 949 |
| buf | 592 | 640 |
| a21oi | 154 | 154 |
| edfxtp | 8231 | 8231 |
| mux2i | 814 | 814 |
| nor2 | 1138 | 1138 |
| nand2 | 447 | 447 |
| a221oi | 210 | 210 |
| diode | 0 | 132 |
| clkinv | 5 | 354 |
Power figures rest on the tool's default switching activity, not on a simulated workload.
